[/design/flow/design.v]
module fixed_adder #(
    parameter WIDTH = 16,
    parameter FRAC  = 8
) (
    input  [WIDTH-1:0] a,
    input  [WIDTH-1:0] b,
    output [WIDTH-1:0] sum
);
    assign sum = a + b;
endmodule
[/design/flow/run.sh]
#!/bin/bash
# OpenROAD 26Q1-2900-gdf79404cd8, Yosys 0.63+post, stock flow scripts
make -C /OpenROAD-flow-scripts/flow DESIGN_CONFIG=/design/flow/config.mk WORK_HOME=/design/flow/orfs finish
[/design/flow/config.mk]
export PLATFORM = sky130hd
export DESIGN_NAME = fixed_adder
export DESIGN_NICKNAME = fixed_adder
export VERILOG_FILES = /design/flow/design.v
export SDC_FILE = /design/flow/constraint.sdc
export NUM_CORES = 4
export LEC_CHECK = 1
export CORE_AREA = 10 10 70 70
export DIE_AREA = 0 0 80 80
[/design/flow/constraint.sdc]
current_design fixed_adder

set clk_period 7.9
set clk_io_pct 0.2

create_clock -name clk0 -period $clk_period

set non_clock_inputs [all_inputs -no_clocks]
set_input_delay [expr $clk_period * $clk_io_pct] -clock clk0 $non_clock_inputs
set_output_delay [expr $clk_period * $clk_io_pct] -clock clk0 [all_outputs]
==> impl_metrics.csv <==
group,metric,value,unit
run_status,outcome,"completed",
final_timing,slew-limit-headroom,71.71,%
layout,area_growth,74.27,%
worst_setup_path,cp_max_fo,3,
cts,post_cts_buffers,0,
worst_setup_path,crit_path_top_delay_cell,"clkdlybuf4s50_1",
detailed_routing,initialDrtViolationCount,30,
placement,gp_congestion,0.8503,
detailed_routing,antenna_cells_inserted,0,
power,switching_power,0.03876,mW
worst_setup_path,path_delay_family,"buffers and inverters",
floorplan,chipHeight,80,um
worst_setup_path,start_kind,"input port",
logic_synthesis,yosysTopAreaCell,"ha_1",
worst_setup_path,worstPathArrival,4240,ps
layout,flops,0,
detailed_routing,antenna_left,0,
placement,dp_hpwl,2211,um
logic_synthesis,synthCells,98,
detailed_routing,viasPerCell,4.599,
final_timing,tightest_slew,419.9,ps
detailed_routing,drc,0,
floorplan,coreArea,0.003416,mm^2
layout,final_core_util,36.96,%
layout,register_area,0,um^2
floorplan,rows,21,
logic_synthesis,yosysSeqAreaShare,0,%
power,p_sw_share,36.48,%
logic_synthesis,yosys_cells,98,
grt,gr-usage-all-layers,7.539,%
logic_synthesis,syn-cell-area,724.4,um^2
power,p_per_area,84.14,mW/mm^2
worst_setup_path,end_kind,"primary output",
floorplan,dieArea,0.006400,mm^2
floorplan,die_w,80,um
run,drv_cap,0,
worst_setup_path,cp_cell_sequence,"clkdlybuf4s50_1 -> ha_1 -> fa_1 -> a21o_2 -> a311oi_2 -> nor3_1 -> o41ai_2 -> xnor2_1 -> clkdlybuf4s50_1",
logic_synthesis,yosys_area,724.4,um^2
final_timing,finalClockPeriodUsage,73.66,%
final_timing,fmax,171.8,MHz
grt,grt_pass1_vias,933,
logic_synthesis,ys_warn_count,0,
worst_setup_path,crit_path_frequent_cell,"clkdlybuf4s50_1",
final_timing,slew_violations,0,
grt,grt_pass1_wl,4140,um
run,warning_count,32,
placement,dp.cells,192,
hold_path,min_path_type,"in -> out",
grt,grt_max_degree,7,
final_timing,rsz0062_at_grt,"no",
layout,drive_gt1_share,2.740,%
logic_synthesis,synth.top_cells.by_area,"ha_1 26%, xnor2_1 12%, a21oi_1 12%",
layout,fin_cells,192,
placement,io_buffers,48,
power,leakage,0.5007,nW
power,seqPwrFrac,0,%
logic_synthesis,top_area_share,25.91,%
worst_setup_path,path_buffers,2,
grt,antenna_found_initial,0,
final_timing,finalHoldViolCount,0,
logic_synthesis,synthDistinctLibCells,27,
final_timing,finalSetupTns,0,ps
cts,cts-resized-gates,0,
detailed_routing,firstDrtPassIters,6,
floorplan,top_level_ports,48,
power,p_clk_share,0,%
cts,postCtsHoldBufs,0,
layout,fill_cells,356,
detailed_routing,wire_per_inst,12.53,um
power,power_frac_comb,100.0,%
layout,combGateArea,713.2,um^2
detailed_routing,vias,883,
floorplan,fp-utilization,21.21,%
final_timing,period_minus_slack,5819,ps
grt,grt_overflow_total,0,
power,internal-power,0.06747,mW
worst_setup_path,criticalPathCategory,"in -> out",
logic_synthesis,post_synth.cell_area_avg,7.392,um^2
final_timing,setup_viol,0,
layout,n_clock_buffer,0,
worst_setup_path,slowest_delay,490,ps
power,ir_worst_vdd,22.34,uV
power,power,0.1062,mW
worst_setup_path,worstPathRequired,6320,ps
detailed_routing,finalWirelength,2406,um
==> cells in the final DEF (no fill, tap or decap), types with 2 or more instances in the layout <==
| cell | n |
|---|---|
| inv_1 | 3 |
| xor2_1 | 5 |
| nor2b_1 | 2 |
| nor2_1 | 2 |
| ha_1 | 15 |
| o21ai_0 | 8 |
| o21bai_1 | 2 |
| xnor2_1 | 10 |
| o211ai_1 | 3 |
| a21o_1 | 2 |
| nand3_1 | 4 |
| a21oi_1 | 17 |
| nor3_1 | 3 |
| nand2_1 | 9 |
| clkdlybuf4s50_1 | 48 |
==> cells in the mapped netlist, types with 3 or more instances <==
cell type,number
a21oi_1,17
ha_1,15
xnor2_1,10
nand2_1,9
o21ai_0,8
xor2_1,5
nand3_1,4
inv_1,3
nor3_1,3
o211ai_1,3
==> layer usage <==
layer / part of all wire (%) / track usage [%] / up-vias
li1: - / - / 468
met1: 48 / 10.53 / 386
met2: 45 / 12.36 / 29
met3: 7.6 / 1.477 / 0
met4: 0 / 0 / 0
met5: 0 / 0 / -
==> per-stage QoR <==
step | hold WS, ps | cell area, um^2 | setup slack (ps)
floorplan | 3232 | 724.4 | 3131
global placement | 4199 | 1262 | 2069
detailed placement | 4194 | 1262 | 2054
CTS | 4198 | 1262 | 2051
global route | 4246 | 1262 | 1891
finish | 4188 | 1262 | 2081
==> logic make-up after synthesis <==
logic type	after synthesis	synth area share, %
muxes	1	1.382
and+or+nand+nor	23	15.03
xor gates and xnor gates	15	18.13
buffers and inverters	3	1.554
AOI/OAI and AO/OA	40	35.23
adders and majority gates	16	28.67
==> area by class of cell <==
| cell class | count | share of cell area, % |
|---|---|---|
| well taps | 46 | 4.559 |
| multi-input cells | 95 | 56.49 |
| repair buffers | 48 | 38.06 |
| inverters | 3 | 0.8920 |
==> power groups by stage <==
stage	registers (mW)	clock network (mW)	logic, mW
4_1_cts	0	0	0.109
5_1_grt	0	0	0.120
6_report	0	0	0.106
==> worst paths after layout <==
check	start	cells past startpoint	slack [ps]	to
worst min-delay path	b[0]	3	4190	sum[0]
worst max-delay path	a[0]	9	2080	sum[12]
Power figures rest on the tool's default switching activity, not on a simulated workload.
