==> flow/design.v <==
module fixed_multiplier #(
    parameter WIDTH = 16,
    parameter FRAC  = 8
) (
    input  [WIDTH-1:0] a,
    input  [WIDTH-1:0] b,
    output [WIDTH-1:0] product
);
    wire [2*WIDTH-1:0] raw_product;
    assign raw_product = a * b;
    assign product = raw_product[FRAC +: WIDTH];   
endmodule
==> flow/run.sh <==
#!/bin/bash
# OpenROAD 26Q1-2900-gdf79404cd8, Yosys 0.63+post, stock flow scripts
make -C /OpenROAD-flow-scripts/flow DESIGN_CONFIG=/design/flow/config.mk WORK_HOME=/design/flow/orfs finish
==> flow/config.mk <==
export PLATFORM = sky130hd
export DESIGN_NAME = fixed_multiplier
export DESIGN_NICKNAME = fixed_multiplier
export VERILOG_FILES = /design/flow/design.v
export SDC_FILE = /design/flow/constraint.sdc
export NUM_CORES = 4
export LEC_CHECK = 1
export CORE_UTILIZATION = 50
==> flow/constraint.sdc <==
current_design fixed_multiplier

set clk_period 16.8
set clk_io_pct 0.2

create_clock -name clk0 -period $clk_period

set non_clock_inputs [all_inputs -no_clocks]
set_input_delay [expr $clk_period * $clk_io_pct] -clock clk0 $non_clock_inputs
set_output_delay [expr $clk_period * $clk_io_pct] -clock clk0 [all_outputs]
==> run summary <==
Implementation numbers.

- In the synthesis report, Yosys lists the chip area as around 6800 µm².
- The worst-case max-slew headroom was logged as 0.453.
- The y dimension of the die is roughly 120 µm.
- Counting the fill cells in the layout gives 1169.
- The setup fix buffers added after clock tree synthesis is 0.
- The remaining design rule violation count is 0.
- The number of antenna violations at the first check in global routing is 0.
- The clock period minus final worst setup slack is 13420 ps.
- STA reports the tightest min-delay check as being of type in2out.
- The per-cell via count in the routed design is roughly 4.9.
- The critical path data required time is 13440 ps.
- The total of warnings raised by yosys is 0.
- The largest net degree at the start of global routing is 17.
- After synthesis, the cell types taking the most area are sky130_fd_sc_hd__fa_1 (49%), sky130_fd_sc_hd__ha_1 (12%), sky130_fd_sc_hd__inv_1 (12%).
- The achievable clock frequency is 74.5 MHz.
- The post-CTS hold buffer count recorded in the log is 0.
- During I/O placement, the number of pins put on the boundary was roughly 48.
- According to the cell report, flip-flops and latches in the layout number 0.
- In this run the static leakage power is about 3.8 nW.
- Among logic cells in the layout, the one with the most instances is sky130_fd_sc_hd__inv_1.
- Per the post-synthesis stats, the area per cell is 8.75 µm².
- The core region is 13200 µm².
- The final timing summary puts the cycle share of the worst path at 0.799.
- The layout cell share with drive strength beyond 1 is 0.0201.
- The die is 119 µm wide.
- Per the detail_route report, the via count comes to ~4700.
- The library cell with the largest summed area after synthesis is sky130_fd_sc_hd__fa_1.
- Per the power-grid run, VDD falls by no more than 0.000370 V.
- The final weighted congestion in routability-driven placement is approximately 0.9.
- The number of standard-cell rows in the floorplan is around 42.
- Setup repair after global routing left no endpoint under its margin.
- The routed length per placed instance is between 10 and 15 µm.
- The actual slew at the worst max-slew pin is between 800 and 900 ps.
- The flow ran to the end, and the final reports show no timing, DRC or antenna violations.
- In this run the maximum-capacitance check reported violations numbering 0.
- Of all nets on the critical path, the largest fanout is 16.
- Data on the critical path arrives at its endpoint at approximately 10000 ps.
- Per the post-synthesis report, the number of cells in the design is a little under 800.
- Nets still carrying antenna violations after routing amount to 0.
- In the placement report, post-DP HPWL is listed as between 10 and 15 mm.
- The floorplan-stage core utilization is 0.514.
- The antenna diode instance count is 0.
- Total power for the finished layout comes to 1.93 mW.
- The layout report lists the combined flip-flop and latch area as 0 µm².
- The sum of negative setup slack is 0 ps.
- The top cell types in the final layout, fill and taps aside, are sky130_fd_sc_hd__inv_1 (212), sky130_fd_sc_hd__fa_1 (167), sky130_fd_sc_hd__nand2_1 (128), sky130_fd_sc_hd__and2_1 (99), sky130_fd_sc_hd__ha_1 (66).
- Summed over all routing layers, the global router reports a total usage of 0.241.
- The number of global-route vias before repair is 5181.
- The synthesized netlist was found by Yosys to have roughly 800 cells.
- The hold violation total from the final report is 0.
- Compared with the post-synthesis result, the final layout area differs by 8.70%.
- The number of port buffers is roughly 48.
- The worst setup path is captured at a primary output.
- The number of iterations in the first detailed-routing pass is 4.
- The share of the synthesized area in the top cell type is 0.491.
- The power per unit of standard cell area is around 260 nW/µm².
- The setup-violating endpoint count in the final report is 0.
- The count of warning messages emitted by the tools is 32.
- Summing all multi-input logic gate instances after layout gives 5890 µm².
- The overall die area is between 10000 and 15000 µm².
- The layout has 0 clock buffers.
- The number of distinct library cells after synthesis is 31.
- The global-route wire length before repair is around 25 mm.
- In this run, the number of DRC markers left after iteration 0 of detailed routing was approximately 110.
- For reference, the most critical setup path is categorized as in2out.
- The global route total overflow is 0.
- The sequential cell area fraction in the yosys report is 0.
- The final tally of max-slew violations is 0.
- The routed wire length is 14.1 mm.
- The number of gates given a new drive strength after cts is 0.
- The mapped netlist covers 6810 µm².
- The type of element launching the critical path is a primary input.
-- routing by layer --
layer | share of wire | wire (µm) | GRT usage
met2 | 0.48 | 6770 | 0.374
met4 | 0.0080 | 113 | 0.0174
met1 | 0.44 | 6210 | 0.376
met5 | 0 | 0 | 0
met3 | 0.073 | 1030 | 0.0709
-- synth_stat cells, types with 2 or more instances --
library cell               instances
sky130_fd_sc_hd__inv_1           212
sky130_fd_sc_hd__fa_1            167
sky130_fd_sc_hd__nand2_1         128
sky130_fd_sc_hd__and2_1           99
sky130_fd_sc_hd__ha_1             66
sky130_fd_sc_hd__clkbuf_1         31
sky130_fd_sc_hd__xnor2_1          24
sky130_fd_sc_hd__xor2_1            7
sky130_fd_sc_hd__nor2_1            6
sky130_fd_sc_hd__a21oi_1           5
sky130_fd_sc_hd__a21o_1            4
sky130_fd_sc_hd__o21ai_0           3
sky130_fd_sc_hd__a21oi_2           2
sky130_fd_sc_hd__a21oi_4           2
sky130_fd_sc_hd__a31oi_1           2
sky130_fd_sc_hd__and2b_2           2
sky130_fd_sc_hd__nand2b_1          2
sky130_fd_sc_hd__nand3_1           2
sky130_fd_sc_hd__nand4_1           2
-- worst paths after layout --
kind | start | cells past startpoint | endpoint | slack (ps)
hold / removal | b[9] | 9 | product[15] | 8390
setup / recovery | a[7] | 23 | product[15] | 3380
-- metrics by stage --
stage / utilization / instances / instance area [µm²] / hold WS, ps / setup WS [ps]
CTS: 0.559 / 972 / 7400 / 8410 / 3300
detailed placement: 0.559 / 972 / 7400 / 8390 / 3350
floorplan: - / 778 / 6810 / 7070 / 4950
global route: 0.559 / 972 / 7400 / 8530 / 3010
finish: 0.559 / 972 / 7400 / 8390 / 3380
global placement: 0.559 / 972 / 7400 / 8390 / 3430
-- worst max-delay path: stages --
cell                              delay (ps)
sky130_fd_sc_hd__clkdlybuf4s50_1         780
sky130_fd_sc_hd__and2_1                  370
sky130_fd_sc_hd__fa_1                    540
sky130_fd_sc_hd__inv_1                    50
sky130_fd_sc_hd__fa_1                    450
sky130_fd_sc_hd__fa_1                    490
sky130_fd_sc_hd__fa_1                    550
sky130_fd_sc_hd__inv_1                    50
sky130_fd_sc_hd__fa_1                    470
sky130_fd_sc_hd__inv_1                    50
sky130_fd_sc_hd__fa_1                    470
sky130_fd_sc_hd__inv_1                    40
sky130_fd_sc_hd__ha_1                    330
sky130_fd_sc_hd__a21oi_1                 180
sky130_fd_sc_hd__o221ai_2                130
sky130_fd_sc_hd__a21oi_4                 210
sky130_fd_sc_hd__o21ai_4                 110
sky130_fd_sc_hd__a21oi_4                 220
sky130_fd_sc_hd__o22ai_4                 140
sky130_fd_sc_hd__a221oi_4                330
sky130_fd_sc_hd__o21bai_2                100
sky130_fd_sc_hd__xnor2_1                 140
sky130_fd_sc_hd__clkdlybuf4s50_1         480
-- layout make-up --
class,count,area share
Multi-Input combinational cell,535,0.797
Inverter,212,0.108
Timing Repair Buffer,49,0.0660
Tap cell,176,0.0298
-- where the power goes --
group	internal, mW	leakage, nW	switching, mW
registers	0	0	0
clock network	0	0	0
logic	1.10	3.79	0.825
total	1.10	3.79	0.825
-- cells by family after synthesis --
logic type      Yosys count  share of synthesized area
xor+xnor                 31                     0.0399
fa+ha+maj               233                      0.613
simple gates            245                      0.177
buf+inv                 243                      0.134
compound gates           26                     0.0362
Power and IR drop assume default switching activity.
