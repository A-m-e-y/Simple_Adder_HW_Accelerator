<file path="/design/flow/constraint.sdc">
current_design fixed_arith

set clk_period 18.7
set clk_io_pct 0.2

create_clock -name clk0 -period $clk_period

set non_clock_inputs [all_inputs -no_clocks]
set_input_delay [expr $clk_period * $clk_io_pct] -clock clk0 $non_clock_inputs
set_output_delay [expr $clk_period * $clk_io_pct] -clock clk0 [all_outputs]
</file>
<file path="/design/flow/design.v">
module fixed_arith (
    input  logic [15:0] a,    
    input  logic [15:0] b,    
    output logic [15:0] sum,  
    output logic [15:0] product  
);
    assign sum     = a + b;
    logic [31:0] raw_product;
    assign raw_product = a * b;          
    assign product = raw_product[23:8];  
endmodule
</file>
<file path="/design/flow/run.sh">
#!/bin/bash
# OpenROAD 26Q1-2900-gdf79404cd8, Yosys 0.63+post, stock flow scripts
make -C /OpenROAD-flow-scripts/flow DESIGN_CONFIG=/design/flow/config.mk WORK_HOME=/design/flow/orfs finish
</file>
<file path="/design/flow/config.mk">
export PLATFORM = sky130hd
export DESIGN_NAME = fixed_arith
export DESIGN_NICKNAME = fixed_arith
export VERILOG_FILES = /design/flow/design.v
export SDC_FILE = /design/flow/constraint.sdc
export NUM_CORES = 4
export LEC_CHECK = 1
export CORE_UTILIZATION = 40
</file>
==> summary.txt <==
flow finished, numbers: Chip Width 138 µm, Internal 0.00102 W, # IOs 64, part of the power in the clock network 0, Core Util at FP 0.411, Top-area cell share 0.453, # rows 49, outcome finished, violations left, WL final 16500 µm, via count 5501, layout cell share with drive strength beyond 1 0.0254, met2 capacity usage during global routing 0.322, Cell Type Count 40, most used cell, CP fa_1, registers 0, Yosys chip area 7430 µm², PD cells 219 nW/µm², RSZ-0062 raised after global routing no, Gates resized, CTS repair 0, Slew Viols, Final 0, die area 19100 µm², DRT Pass-1 Iters 45, max incr delay on CP 0.91 ns, Worst setup startpoint b[7], Post-route DRC 9, Final period util 0.746, most numerous logic cell after layout inv_1, Critical Path Slowest Stage Cell clkdlybuf4s50_1, Combinational Area 6550 µm², Slew HR 0.490, post-synth top area cell fa_1, Post-Synthesis Mean Instance Area 8.59 µm², Top cells excl fill/tap inv_1, fa_1, nand2_1, and2_1, ha_1, DRT antenna net count 0, Congestion Overflow GR 0, grt peak-use layer met2, pin count of the biggest net entering global routing 18, area grow syn2layout 11.7%, drt wl/cell 14.5 µm, OpenROAD warning count 32, M3 GR Usage 0.0357, port bufs 64, yosys cell count 865, Die Y 138 µm, Pwr Total 0.00182 W, Leakage 4.14 nW, Vias/cell 4.85, cell area after synthesis 7430 µm², # diodes 0, placed cell area 8300 µm², failing checks design-rule violations, # fillers 1775, final design area excluding fillers 8300 µm², global-route wire length before repair 27800 µm, CP Max Fanout 16, final setup vio count 0, Global Route Usage Sum 0.192, setup_tns 0 ns, clock buffers 0, f_max 71.7 MHz, Net Sw Frac 0.438, Least-Margin Pin Slew 0.762 ns, initial antenna violation count 0, Hold Crit Class primary input to primary output, Critical Path RT 14.96 ns, combinational share of power 1.000, GPL Wtd Cong 0.880, Setup CP Type primary input to primary output, FF/Latch Area 0 µm², Setup Fix Bufs, Post-CTS 0, min cycle time layout 13.95 ns, sw power 0.000795 W, Fin. Hold Viols 0, Synth Warn # 0, vias in the first global route 5550, initial drt markers 154, cells after synthesis 865, hold buffers post-CTS 0, M1 GR Usage 0.284, Peak supply drop 259 µV, register area share after synthesis 0, hold wc startpoint b[1], Setup crit end product[15], placed wire-length estimate 13700 µm, Critical Path AT 10.21 ns, core area 18100 µm², largest cells by area after synthesis fa_1, ha_1, inv_1, part of the power in registers 0, worst-path cell chain clkdlybuf4s50_1, ha_1, inv_1, fa_1, fa_1, fa_1, fa_1, fa_1, fa_1, inv_1, ha_1, a21o_1, a21o_1, a21oi_1, o21ai_1, a211oi_4, o21ai_2, xnor2_1, clkdlybuf4s50_1, crit end category primary output, # Max-Cap Violations 0, crit path launch type primary input
[cells in the mapped netlist, types with 2 or more instances]
master    instances
a211o_1           3
a211oi_2          2
a21boi_0          2
a21o_1            8
a21oi_1          16
a21oi_2           2
a31oi_1           3
and2_1           91
and3_1            3
buf_2             3
clkbuf_1         29
fa_1            168
ha_1             81
inv_1           203
nand2_1         136
nand2b_1          4
nand3_1           6
nand3b_1          2
nand4_1           4
nor2_1           12
nor2b_1           3
nor3_1           10
o21a_1            2
o21ai_0          10
o21ai_1           4
o21ai_2           2
or3_1             3
xnor2_1          34
xor2_1            8
[layer usage]
layer  wire length, µm  vias to the layer above  part of all wire
met1              7300                     2737              0.44
met3               784                        8             0.047
met5                 0                        -                 0
li1                  -                     2642                 -
met4               124                        0            0.0075
met2              8300                      114              0.50
[layout make-up]
| class | count | area share |
|---|---|---|
| inverters | 203 | 0.0918 |
| multi-input cells | 630 | 0.788 |
| well taps | 229 | 0.0345 |
| repair buffers | 73 | 0.0853 |
[power groups by stage]
stage	combinational, W	sequential [W]	clock (W)
final	0.00182	0	0
after global routing	0.00208	0	0
after CTS	0.00187	0	0
[kinds of logic (layout without fill, tap and decap cells)]
logic type                 count (synthesis)  in the layout  synth area share
and+or+nand+nor                          277            277             0.181
adders and majority gates                249            249             0.589
buffers and inverters                    235            276             0.119
AOI/OAI and AO/OA                         62             62            0.0610
xor gates and xnor gates                  42             42            0.0495
[worst max-delay path, delay by kind of cell]
kind / cells / cell delay (ns)
fa+ha+maj: 8 / 3.65
buf+inv: 4 / 1.50
compound gates: 6 / 1.17
xor+xnor: 1 / 0.13
[per-stage QoR]
step	hold WS [ns]	instances	utilization	setup WS [ns]
after global placement	8.76	1135	0.459	4.77
after detailed placement	8.77	1135	0.459	4.70
after floorplan	7.55	865	-	6.40
after CTS	8.76	1135	0.459	4.69
final	8.76	1135	0.459	4.75
after global routing	8.81	1135	0.459	4.34
[how the worst min path moves through the flow]
stage | endpoint | cells past startpoint | slack [ns]
6_report | sum[1] | 6 | 8.76
4_1_cts | sum[0] | 4 | 8.76
5_1_grt | sum[1] | 6 | 8.81
No activity file was given, so power comes from the tool's default toggle rates.
